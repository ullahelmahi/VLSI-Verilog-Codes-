$ cat flow/config.mk
export PLATFORM = sky130hd
export DESIGN_NAME = moore11
export DESIGN_NICKNAME = moore11
export VERILOG_FILES = /design/flow/design.v
export SDC_FILE = /design/flow/constraint.sdc
export NUM_CORES = 4
export LEC_CHECK = 1
export CORE_AREA = 10 10 70 70
export DIE_AREA = 0 0 80 80
$ cat flow/constraint.sdc
current_design moore11

set clk_period 1.6
set clk_io_pct 0.2

create_clock -name clk0 -period $clk_period [get_ports {Clock}]

set non_clock_inputs [all_inputs -no_clocks]
set_input_delay [expr $clk_period * $clk_io_pct] -clock clk0 $non_clock_inputs
set_output_delay [expr $clk_period * $clk_io_pct] -clock clk0 [all_outputs]
$ cat flow/design.v
module moore11(Clock, Reset, w, z,y,Y);
	input Clock, Reset, w;
	output reg z;
	output reg [1:0] y,Y;
	parameter [1:0] A = 0, B = 1, C = 2;
always @(posedge Clock, posedge Reset)
begin
	if (Reset == 1) 
		begin
		y = 0;
		Y=0;
		end		
	else 
		begin
			y=Y;
			case(y) 
			A: 	if (w) Y= B;
				else Y= A;
			B:  if (w) Y = C;
				else Y = A;
			C:  if (w) Y = C;
				else Y = A;
			default: Y = 2'bxx;
			endcase
		end
end
always @(w, y)
	begin
		case (y)
			A:  z =0; 
			B:  z =0;
			C:  z =1;
		endcase
	end
endmodule
$ cat flow/run.sh
#!/bin/bash
# OpenROAD 26Q1-2900-gdf79404cd8, Yosys 0.63+post, stock flow scripts
make -C /OpenROAD-flow-scripts/flow DESIGN_CONFIG=/design/flow/config.mk WORK_HOME=/design/flow/orfs finish
==> out/metrics.yaml <==
cts_tree: "built"
warnings: 25
critPathKind: "flip-flop to output pin"
vias: 119
final_cell_mix: "clkdlybuf4s50_1, dfrtp_1, clkbuf_4"
crit_start: "Y[1]$_DFF_PP0_"
power_per_cell_area_nw_per_um2: 1440
max_stage_delay_ns: 0.48
wl_per_cell_um: 5.74
clk_latency_ns: 0.24
rsz0062_at_grt: "false"
cts_setup_buffers: 0
final_common_cell: "clkdlybuf4s50_1"
fp_util_pct: 4.51
first_iter_violations: 22
utilization_pct: 8.97
crit_path_max_fanout: 3
grt_pass1_vias: 120
die-width_um: 80
syn_area_um2: 154
cp_slowest_cell: "clkdlybuf4s50_1"
wl_met2_um: 107
rows: 21
cpLargestDelayFamily: "buffers and inverters"
core_um2: 3420
drc: 0
stdcell_count: 69
antenna_found_initial: 1
cts_buffers: 3
overflow: 0
place_ws_ns: 0.431
post_route_cells_drive_above_1_share_pct: 13.6
unclocked_pins: 1
syn_inst: 12
avgViaCountPerCell: 1.72
crit_cells: 1
fmax_mhz: 704
finalHoldViolCount: 0
relSlewSlack_pct: 89.3
setup_viol_count_final: 0
drv_slew: 0
ant_nets: 0
chipArea_um2: 6400
grt_use_total_pct: 1.39
cts.htree.levels: 1
met3_length_um: 129
yosys_area_um2: 154
endpoint_kind: "output pin"
cts_resized: 0
synth_cell_types: 7
synthToLayoutAreaGrowth_pct: 99.2
period_needed_ns: 1.42
setup_tns_ns: 0
crit_arrival_ns: 1.10
status: "finished, final reports clean"
worst-path-buf-inv: 1
cp-endpoint: "Y[1]"
rrSetupSlack_ns: 0.77
grt_pass1_wl_um: 607
setup_ws_ns: 0.180
clk_pin_slew_ns: 0.04
gp_congestion: 0.690
fin_crit_sh_pct: 88.8
hp-class: "input pin to asynchronous set/reset pin"
holdBufCountCts: 0
r2r-end: "Y[1]$_DFF_PP0_"
numPlacedInstances: 65
die_y_um: 80
synth_area_per_cell_um2: 12.8
tightest_slew_ns: 0.160
wl_um: 396
grt_max_degree: 5
firstDrtPassIters: 2
num_io_pins: 8
cp_cell_sequence: "clkdlybuf4s50_1"
port_buffers: 7
cts_buffer_depth: 2
top_layer_used: "met4"
irDropWorstVdd_mv: 0.235
ys_cells: 12
r2r_start: "Y[0]$_DFF_PP0_"
ys_warn_count: 1
finalClockSkew_ns: 0.000397
reg2reg_depth: 2
maxCapViolCount: 0
crit_required_ns: 1.28
clockRootBuffer: "clkbuf_4"
met1_length_um: 136
ys.flops: 5
leakage_nw: 0.126
untimed_endpoints: 2
startpoint_type: "flip-flop"
==> cell usage after synthesis <==
library cell | n | area share [%]
dlxtn_1 | 1 | 9.8
and2_1 | 2 | 8.1
dfrtp_1 | 4 | 65
xor2_1 | 1 | 5.7
nor2_1 | 1 | 2.4
inv_1 | 2 | 4.9
nor2b_1 | 1 | 4.1
==> worst min path at each step <==
stage,start,endpoint,slack (ns),cells past startpoint
global route,Reset,Y[0]$_DFF_PP0_,0.27,2
CTS,Reset,Y[1]$_DFF_PP0_,0.27,2
finish,Reset,Y[0]$_DFF_PP0_,0.27,2
==> flip-flops by register name, indices dropped and copies added, names as in the netlist <==
name  count
z         1
y         2
Y         2
==> power breakdown <==
group	leakage, nW	internal (mW)	total (mW)	switching [mW]
clock network	0.0138	0.0839	0.126	0.0420
logic	0.0532	0.0993	0.126	0.0270
registers	0.0593	0.153	0.188	0.0345
total	0.126	0.336	0.440	0.104
==> routing by layer <==
metal / global-route usage (%) / up-vias
met5: 0 / -
met4: 0.704 / 0
met3: 2.39 / 3
met2: 1.36 / 10
met1: 1.20 / 49
li1: - / 57
==> kinds of logic (layout without fill, tap and decap cells) <==
family	Yosys count	in the layout	share of synthesized area, %
other	0	1	0
buffers and inverters	2	12	4.88
flip-flops	4	4	65.0
latches	1	1	9.75
AND/OR/NAND/NOR	4	4	14.6
XOR/XNOR	1	1	5.69
==> per-stage QoR <==
| stage | area [µm²] | hold slack (ns) | total power [mW] |
|---|---|---|---|
| 5_1_grt | 307 | 0.271 | 0.487 |
| 3_3_place_gp | 282 | 0.399 | 0.313 |
| 3_5_place_dp | 282 | 0.413 | 0.319 |
| 4_1_cts | 304 | 0.272 | 0.452 |
| 2_1_floorplan | 154 | 0.0861 | 0.211 |
| 6_report | 307 | 0.267 | 0.440 |
==> area by class of cell <==
class                      instances  area, µm²
clock buffer                       3       22.5
multi-input combinational          5       31.3
fill                             400       3110
tap                               46       57.6
timing repair buffer               7       70.1
sequential                         5        115
antenna                            1       2.50
inverter                           2       7.51
No activity file was given, so power comes from the tool's default toggle rates.
