==> design/flow/design.v <==
module vm(cash_in, rstn, clk, purchase, cash_return);
	input [1:0] cash_in;
	input rstn, clk;
	output reg purchase;
	output reg [1:0] cash_return;
	reg current_state, next_state;
	parameter state0 = 1'b0, state1 = 1'b1;
	always @(current_state, cash_in)
	case (current_state)
		state0:	if (cash_in == 2'b00)
				begin
					next_state = state0;
					purchase = 0;
					cash_return = 0;
				end
				else if (cash_in ==2'b01)
				begin
					next_state = state1;
					purchase = 0;
					cash_return = 0;
				end
				else if (cash_in ==2'b10)
				begin
					next_state = state0;
					purchase = 1;
					cash_return = 0;
				end				
				else if (cash_in ==2'b11)
				begin
					next_state = state0;
					purchase = 1;
					cash_return = 2'b10;
				end		
		state1:	if (cash_in == 2'b00)
				begin
					next_state = state0;
					purchase = 0;
					cash_return = 2'b01;
				end
				else if (cash_in ==2'b01)
				begin
					next_state = state0;
					purchase = 1;
					cash_return = 0;
				end
				else if (cash_in ==2'b10)
				begin
					next_state = state0;
					purchase = 1;
					cash_return = 2'b01;
				end				
				else if (cash_in ==2'b11)
				begin
					next_state = state0;
					purchase = 1;
					cash_return = 2'b11;
				end
	endcase
	always @(negedge rstn, posedge clk)
	if (rstn == 0)
		current_state <= state0;
	else
		current_state <= next_state;
endmodule
==> design/flow/run.sh <==
#!/bin/bash
# OpenROAD 26Q1-2900-gdf79404cd8, Yosys 0.63+post, stock flow scripts
make -C /OpenROAD-flow-scripts/flow DESIGN_CONFIG=/design/flow/config.mk WORK_HOME=/design/flow/orfs finish
==> design/flow/config.mk <==
export PLATFORM = sky130hd
export DESIGN_NAME = vm
export DESIGN_NICKNAME = vm
export VERILOG_FILES = /design/flow/design.v
export SDC_FILE = /design/flow/constraint.sdc
export NUM_CORES = 4
export LEC_CHECK = 1
export CORE_AREA = 10 10 70 70
export DIE_AREA = 0 0 80 80
==> design/flow/constraint.sdc <==
current_design vm

set clk_period 1.2
set clk_io_pct 0.2

create_clock -name clk0 -period $clk_period [get_ports {clk}]

set non_clock_inputs [all_inputs -no_clocks]
set_input_delay [expr $clk_period * $clk_io_pct] -clock clk0 $non_clock_inputs
set_output_delay [expr $clk_period * $clk_io_pct] -clock clk0 [all_outputs]
==> impl_metrics.yaml <==
# synthesis and place-and-route metrics
outcome:
  status: "complete, no violations"
placement:
  pre_cts_ws_ns: -0.837
  place_area_um2: 250
  dp_cells: 66
  io_buffers: 6
  gp_congestion: 0.652
final_timing:
  untimed_endpoints: 4
  unclocked_pins: 4
  post-route-min-period_ns: 1.19
  max_freq_mhz: 843
  timing.hold.ws_ns: 0.396
  hold_violations: 0
  rsz0062_at_grt: "true"
  setup_viol: 0
  finalClockPeriodUsage_pct: 98.9
  slew_violations: 0
  finalWorstSetupSlack_ns: 0.0135
logic_synthesis:
  yosys_cells: 11
  topCellsByArea: "dlxtn_1 49%, dfrtp_1 21%, a21o_2 7.2%, and2_2 6.2%, and2_1 5.2%"
  top_area_share_pct: 49.5
  synth.distinct_cells: 8
  synth_chip_area_um2: 121
  yosysTopAreaCell: "dlxtn_1"
  syn-mean-instance-area_um2: 11.0
  netlist_area_um2: 121
  netlist_instances: 11
  ys_warn_count: 1
  ys_seq_elements: 5
global_routing:
  grt_pass1_vias: 86
  overflow: 0
  grt_use_total_pct: 0.972
  grt_max_degree: 4
  grt_pass1_wl_um: 483
  antenna_found_initial: 1
critical_path:
  reg2reg_slack_ns: 0.33
  end_kind: "output port"
  critical_path_class: "in -> out"
  worstPathRequired_ns: 0.96
  crit_arrival_ns: 0.95
  worstSetupStartpointType: "input port"
  cp_max_fo: 3
layout:
  flop_area_um2: 85.1
  final-comb-area_um2: 57.6
  area_delta_synth_final_pct: 106
  mostFrequentLayoutCells: "4 x dlxtn_1, 4 x conb_1, 3 x buf_2, 2 x buf_6"
  instances_no_fill: 67
  fill_cells: 405
  final_area_um2: 250
  final_util_pct: 7.33
  drive_above_1_share_pct: 45.0
drt:
  vias: 89
  drc: 0
  drtIter0Drc: 0
  wl_um: 332
  dr.pass1.iters: 1
  routedWlPerCell_um: 4.96
  ant_nets: 0
  routed_via_density: 1.33
floorplanning:
  design.core.area_um2: 3420
  die-area_um2: 6400
  die_y_um: 80
  ioPinCount: 7
  floorplanUtilization_pct: 3.55
  die_w_um: 80
  num_rows: 21
job:
  maxCapViolCount: 0
  warning_count: 29
min_path:
  hold_path_class: "in -> async"
power_and_ir_drop:
  vdd_drop_max_mv: 0.0535
  p_per_area_nw_per_um2: 283
  p_leak_nw: 0.112
cts:
  path_clk_slew_ns: 0
## logic make-up (layout without fill, tap and decap cells)
group                  after synthesis  count (layout)  share of synthesized area [%]
and+or+nand+nor                      4               4                           19.6
DFF                                  1               1                           20.6
AOI/OAI and AO/OA                    1               1                           7.22
latches                              4               4                           49.5
buffers and inverters                0               6                              0
other                                1               5                           3.09
## flip-flops by register name, summed over array words and instances, names as in the netlist
name	flops
cash_return	2
next_state	1
purchase	1
current_state	1
## synthesized netlist by cell type, drive strengths merged
library cell,n
dlxtn,4
a21o,1
nor2,1
conb,1
dfrtp,1
nand2b,1
and2,2
## routing by layer
| metal | routed length [um] | share of wire [%] | GRT usage (%) | vias up |
|---|---|---|---|---|
| li1 | - | - | - | 48 |
| met5 | 0 | 0 | 0 | - |
| met1 | 167 | 50 | 1.26 | 36 |
| met4 | 0 | 0 | 0 | 0 |
| met3 | 65 | 20 | 0.909 | 0 |
| met2 | 100 | 30 | 1.20 | 5 |
## report_power, final
group / internal [mW] / total, mW / leakage [nW] / switching, mW
sequential: 0.0442 / 0.0456 / 0.0448 / 0.00131
clock: 0.00000223 / 0.00000223 / 0.00000634 / 0
combinational: 0.0175 / 0.0253 / 0.0671 / 0.00785
total: 0.0617 / 0.0709 / 0.112 / 0.00915
## critical path, stage by stage
cell	delay, ns
buf_6	0.07
nand2b_4	0.11
and2_4	0.12
dlxtn_1	0.31
buf_2	0.09
## path summary, 6_finish.rpt
check | endpoint | depth (start not counted) | startpoint
max in group asynchronous | current_state | 1 | rstn
setup reg to reg | current_state | 2 | current_state
setup / recovery | cash_return[0] | 5 | cash_in[1]
hold / removal | current_state | 1 | rstn
## cell type report
cell class                      count  share of cell area, %
Tap cell                           46                   23.0
Sequential cell                     5                   34.0
Multi-Input combinational cell      9                   23.0
Timing Repair Buffer                6                   19.0
Antenna cell                        1                   1.00
## repair_timing
item	4_1_cts	5_1_grt
setup buffers	0	0
endpoints found under the setup margin	4	1
hold endpoints to repair	0	0
pin swaps	2	0
hold buffers	0	0
resized	22	0
## through the flow
step	setup TNS [ns]	total power, mW
2_1_floorplan	0	0.0514
3_3_place_gp	-2.29	0.0682
3_5_place_dp	-2.38	0.0693
4_1_cts	0	0.0718
5_1_grt	-0.0268	0.0739
6_report	0	0.0709
Power and IR drop assume default switching activity.
